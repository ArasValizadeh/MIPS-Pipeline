$ cat design/flow/run.sh
#!/bin/bash
# OpenROAD 26Q1-2900-gdf79404cd8, Yosys 0.63+post, stock flow scripts
make -C /OpenROAD-flow-scripts/flow DESIGN_CONFIG=/design/flow/config.mk WORK_HOME=/design/flow/orfs finish
$ cat design/flow/design.v
module ID_EX_reg (
  input wire clock , 
  input wire registerWrite,
  input wire memoryToRegister,
  input wire memoryWrite,
  input wire memoryRead,
  input wire ALUSrc,
  input wire[3:0] ALUOp,
  input wire registerDestination,
  input wire [31:0] PCplus4 ,
  input wire [31:0] data1Input ,
  input wire [31:0] data2Input,
  input wire [31:0] signExtendResultInput ,
  input wire[14:0] registerAddressInput ,
  output reg [31:0] PCplus4out ,
  output reg [31:0] data1Output ,
  output reg [31:0] data2Output ,
  output reg [31:0] signExtendResultOutput ,
  output reg [4:0]rsOut ,
  output reg [4:0]rtOut ,
  output reg [4:0]rdOut,
  output reg registerWriteOutput,
  output reg memoryToRegisterOutput,
  output reg memoryWriteOutput,
  output reg memoryReadOutput,
  output reg ALUSrcOut,
  output reg [3:0]ALUOpOut,
  output reg registerDestinationOut
);
  always @(posedge clock)
    begin
      PCplus4out <= PCplus4;
      data1Output <= data1Input;
      data2Output <= data2Input;
      signExtendResultOutput <= signExtendResultInput;
      rsOut <= registerAddressInput[14:10];
      rtOut <= registerAddressInput[9:5];
      rdOut <= registerAddressInput[4:0];
      registerWriteOutput <= registerWrite;
      memoryToRegisterOutput <= memoryToRegister;
      memoryWriteOutput <= memoryWrite;
      memoryReadOutput <= memoryRead;
      ALUSrcOut <= ALUSrc;
      ALUOpOut <= ALUOp;
      registerDestinationOut <= registerDestination;
    end
endmodule
$ cat design/flow/config.mk
export PLATFORM = sky130hd
export DESIGN_NAME = ID_EX_reg
export DESIGN_NICKNAME = ID_EX_reg
export VERILOG_FILES = /design/flow/design.v
export SDC_FILE = /design/flow/constraint.sdc
export NUM_CORES = 4
export LEC_CHECK = 1
export CORE_AREA = 10 10 186 186
export DIE_AREA = 0 0 196 196
$ cat design/flow/constraint.sdc
current_design ID_EX_reg

set clk_period 1.0
set clk_io_pct 0.2

create_clock -name clk0 -period $clk_period [get_ports {clock}]

set non_clock_inputs [all_inputs -no_clocks]
set_input_delay [expr $clk_period * $clk_io_pct] -clock clk0 $non_clock_inputs
set_output_delay [expr $clk_period * $clk_io_pct] -clock clk0 [all_outputs]
==> results.txt <==
run metrics: Seq/Total Area, Yosys 100%, crit-path max FO 1, met3 WL 899 um, initial drt markers 46, drt wl/cell 14.6 um, layout cell share with drive strength beyond 1 42.5%, biggest area cells dfxtp_1 (100%), tool warnings 27, largest net degree at the start of global routing 17, Tot GR Track Use 6.39%, achievable clock frequency 931 MHz, Fill cells 3318, pins over their slew limit 0, Die Width 196 um, CP bufs+invs 1, vias in the first global route 2391, RSZ-0062 raised after global routing true, H-Tree Depth 4, Num CTS Buffers 17, Final HPWL DP 10500 um, Fin Setup TNS -6.19 ns, clock tree sinks 153, Final Critical Period 1.07 ns, violated checks setup timing, wl on met1 4470 um, async set or reset register ratio after synthesis 0%, Largest stage delay, worst path 0.33 ns, Via Count 2321, Netlist cell types 1, post-route cell area 6510 um^2, Post-synth mux share 0%, initial antenna violation count 1, Seq. cell area 3090 um^2, top_reg_cell synth dfxtp_1, top cell type by instance count after synthesis dfxtp_1, CTS tree yes, Yosys Instances 153, post-route ant nets 0, CP Data Required Time 0.80 ns, Post-Syn Instances 153, outcome finished with violations, # port buffers 306, placed insts 856, Tot Pwr 13.7 mW, Detailed Route WL 12900 um, Hold-fix buffers, CTS 0, ordered list of cells on the worst path buf_2, Post-Syn Area 3060 um^2, Overflow after GRT 0, core area 30600 um^2, Final Cycle Share 107%, PostCTS Resize Cnt 519, Simple-Gate Fraction of Synth Area 0%, number of enable flip-flop cells 0, num rows 64, pre-CTS WS -0.0640 ns, Synth area leader dfxtp_1, setup ws final -0.0743 ns, GPL Wtd Cong 0.805, syn avg cell area 20.0 um^2, # setup viols final 153, Ant. Diodes 0, CP arrival 0.87 ns, Final Non-Filler Cells 888, routed wl met2 7140 um, synth cell count leaders dfxtp_1 (153), PwrDens 2100 nW/um^2, clk buf depth 2, DRC Markers 0, CP endpoint kind primary output, Comb gate area 0 um^2, Worst setup SP type flip-flop, DRT Pass-1 Iters 4, HP Class input pin to flip-flop, Layout area overhead 112%, complex-gate fraction of the synthesized area 0%, Area leader share 100%, Fin. Hold Viols 0, Worst-path clk slew 0.07 ns, XOR/XNOR Area Share 0%, CP max stage cell dfxtp_2, adder share 0%, setup bufs post-CTS 0, max-cap violation count 0, leakage power 2.79 nW, Via density 2.61, Post-DP Area 6630 um^2, root buf cell clkbuf_16, #FFs+latches synth 153, Highest Signal Layer met4, Setup CP Type flip-flop to primary output, first-pass GRT wire length 17900 um, Chip Area, Yosys 3060 um^2, comb_multi_in 0, fp util 10.0%, Die Height 196 um, Yosys warning total 1, VDD IR-drop max 0.00111 V, CP delay by family, top flip-flops, worst slew pin tran 0.206 ns, number of placed I/O pins 307, Worst slew margin 86.3%, DIE AREA 38400 um^2
## layout make-up
| cell class | count | share of cell area, % |
|---|---|---|
| sequential | 153 | 47.5 |
| timing repair buffer | 307 | 36.0 |
| tap | 396 | 7.62 |
| clock buffer | 19 | 6.81 |
| clock inverter | 13 | 2.04 |
## worst paths after layout
path | slack (ns) | start | to | cells past startpoint
min | 0.19 | data1Input[23] | data1Output[23] | 1
max | -0.07 | data1Output[30] | data1Output[30] | 1
## cells in the final DEF, fill, tap and decap left out
cell type	n
dfxtp_2	24
buf_6	6
clkbuf_16	17
clkdlybuf4s50_1	153
buf_4	1
clkinv_4	5
clkinvlp_4	1
clkbuf_1	1
clkinv_2	1
buf_2	147
inv_6	4
dfxtp_1	129
inv_8	1
clkbuf_8	1
bufinv_16	1
## kinds of logic (layout without fill, tap and decap cells)
group | count (synthesis) | in the layout
DFF | 153 | 153
buffers and inverters | 0 | 339
## per-layer routing
metal | GRT usage [%] | vias up
met5 | 0 | -
met4 | 1.67 | 0
met3 | 2.17 | 19
met2 | 11.7 | 108
met1 | 6.80 | 1063
li1 | - | 1131
## state kept, by name, summed over array words and instances, names as in the netlist
register and cells:
registerDestinationOut 1, ALUOpOut 4, memoryReadOutput 1, memoryToRegisterOutput 1, rdOut 5, registerWriteOutput 1
data2Output 32, rsOut 5, rtOut 5, memoryWriteOutput 1, data1Output 32, signExtendResultOutput 32
ALUSrcOut 1, PCplus4out 32
## power breakdown
group	internal (mW)	switching (mW)	leakage (nW)
Combinational	0.730	0.167	1.22
Sequential	6.43	0.0680	1.29
Clock	3.55	2.74	0.281
Total	10.7	2.97	2.79
## stage by stage
stage | utilization, % | hold slack (ns)
2_1_floorplan | - | 0.228
3_3_place_gp | 21.7 | 0.649
3_5_place_dp | 21.7 | 0.652
4_1_cts | 21.2 | 0.149
5_1_grt | 21.3 | 0.154
6_report | 21.3 | 0.187
No activity file was given, so power comes from the tool's default toggle rates.
