`flow/design.v`:
```
module Mem1_Mem2_Reg (MemWriteMEM, MemWrite2, MemReadMEM, MemRead2, ALUResultMEM, address2, 
memoryWriteDataMEM, memoryWriteData2, clk, memoryReadData1, memoryReadDataMEM, 
RegWriteMEM, RegWriteMEM2, MemtoRegMEM, MemtoRegMEM2,
writeRegMEM, writeRegMEM2, RegWriteWB, RegWriteWB2, writeRegWB, writeRegWB2);
  input clk;
  input MemWriteMEM, MemReadMEM, RegWriteMEM, MemtoRegMEM, RegWriteWB;
  input [4:0] writeRegMEM, writeRegWB;
  input [15:0] memoryWriteDataMEM, memoryReadData1;
  input [31:0] ALUResultMEM;
  output reg MemWrite2, MemRead2, RegWriteMEM2, MemtoRegMEM2, RegWriteWB2;
  output reg [4:0] writeRegMEM2, writeRegWB2;
  output reg [15:0] memoryWriteData2, memoryReadDataMEM;
  output reg [31:0] address2;
  always@(posedge clk)
    begin
        MemWrite2 <= MemWriteMEM;
        MemRead2 <= MemReadMEM; 
        RegWriteMEM2 <= RegWriteMEM; 
        MemtoRegMEM2 <= MemtoRegMEM;
        RegWriteWB2 <= RegWriteWB;
        writeRegMEM2 <= writeRegMEM;
        writeRegWB2 <= writeRegWB;
        memoryWriteData2 <= memoryWriteDataMEM;
        memoryReadDataMEM <= memoryReadData1;
        address2 <= ALUResultMEM;
    end
endmodule
```
`flow/run.sh`:
```
#!/bin/bash
# OpenROAD 26Q1-2900-gdf79404cd8, Yosys 0.63+post, stock flow scripts
make -C /OpenROAD-flow-scripts/flow DESIGN_CONFIG=/design/flow/config.mk WORK_HOME=/design/flow/orfs finish
```
`flow/config.mk`:
```
export PLATFORM = sky130hd
export DESIGN_NAME = Mem1_Mem2_Reg
export DESIGN_NICKNAME = Mem1_Mem2_Reg
export VERILOG_FILES = /design/flow/design.v
export SDC_FILE = /design/flow/constraint.sdc
export NUM_CORES = 4
export LEC_CHECK = 1
export CORE_UTILIZATION = 40
```
`flow/constraint.sdc`:
```
current_design Mem1_Mem2_Reg

set clk_period 1.0
set clk_io_pct 0.2

create_clock -name clk0 -period $clk_period [get_ports {clk}]

set non_clock_inputs [all_inputs -no_clocks]
set_input_delay [expr $clk_period * $clk_io_pct] -clock clk0 $non_clock_inputs
set_output_delay [expr $clk_period * $clk_io_pct] -clock clk0 [all_outputs]
```
==> run notes <==
run metrics: status=did not finish, Fail Step=detailed placement, Stop Error=[ERROR DPL-0036] Detailed placement failed., number of flops mapped to enable cells by yosys=0, Buffers on Ports=158, Synth flops=79, die width=64.9 um, area reported by Yosys stat=0.00158 mm^2, # rows=22, # Cells Yosys=79, Post-synth top cells=dfxtp_1 (79), RD Place Congestion=0.691, most common cell in the synthesized netlist=dfxtp_1, Async S/R FF share, synth=0, cell type with the largest total area=dfxtp_1, vertical die size=64.9 um, Top FF cell, synth=dfxtp_1, top cell type's share of synthesized area=1.00, sequential area share after synthesis=1.00, Syn Area/Cell=20.0 um^2, Init Core Util=0.426, YS warnings=1, top cells by area=dfxtp_1 (100%), Ports=159, Cells after Synth=79, Yosys cell types=1, Mapped Area=0.00158 mm^2
[cells by family after synthesis]
kind of cell  after synthesis  share of synthesized area
flip-flops                 79                       1.00
[per-stage QoR]
step | hold WS (ns) | worst slack [ns] | area [um^2]
after floorplan | 0.228 | 0.538 | 1580
after global placement | 0.649 | 0.0192 | 3220
