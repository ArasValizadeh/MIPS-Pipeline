==> /design/flow/design.v <==
module InstructionMemory(
	input clock,
	input [31:0] pc ,
	output reg [31:0] readData
);
reg [31:0] instructionMemory [0:1060];
initial begin
	instructionMemory[0] = 32'h8C000000 ;  
	instructionMemory[4] = 32'h8C010001 ;  
	instructionMemory[8] = 32'h03FEF020 ;  
	instructionMemory[12] = 32'h00011020 ;  
	instructionMemory[16] = 32'h00221820 ;  
	instructionMemory[20] = 32'h03FEF020 ;  
	instructionMemory[24] = 32'h00622020;  
	instructionMemory[28] = 32'h03FEF020 ;  
	instructionMemory[32] = 32'h00832820;  
	instructionMemory[36] = 32'h03FEF020 ;  
	instructionMemory[40] = 32'h28AA0006 ;  
	instructionMemory[44] = 32'h13C50002 ;  
	instructionMemory[48] = 32'hAC210000 ;  
end
always @ (pc)begin	
	readData <= instructionMemory[pc];
end				
endmodule	
==> /design/flow/run.sh <==
#!/bin/bash
# OpenROAD 26Q1-2900-gdf79404cd8, Yosys 0.63+post, stock flow scripts
make -C /OpenROAD-flow-scripts/flow DESIGN_CONFIG=/design/flow/config.mk WORK_HOME=/design/flow/orfs finish
==> /design/flow/config.mk <==
export PLATFORM = sky130hd
export DESIGN_NAME = InstructionMemory
export DESIGN_NICKNAME = InstructionMemory
export VERILOG_FILES = /design/flow/design.v
export SDC_FILE = /design/flow/constraint.sdc
export NUM_CORES = 4
export LEC_CHECK = 1
export CORE_AREA = 10 10 70 70
export DIE_AREA = 0 0 80 80
export SYNTH_MEMORY_MAX_BITS = 65536
==> /design/flow/constraint.sdc <==
current_design InstructionMemory

set clk_period 1.3
set clk_io_pct 0.2

create_clock -name clk0 -period $clk_period

set non_clock_inputs [all_inputs -no_clocks]
set_input_delay [expr $clk_period * $clk_io_pct] -clock clk0 $non_clock_inputs
set_output_delay [expr $clk_period * $clk_io_pct] -clock clk0 [all_outputs]
==> summary.txt <==
This memo summarizes the results of the implementation run.

Floorplan
The share of the core filled by cells before placement is 0.1333. After floorplanning, the core was sized to cover 0.003416 mm^2. Pin placement for this block handled between 60 and 70 I/O pins.

Measured along the x axis, the die boundary spans 80 um. The die is roughly 80 um tall. Row generation in the floorplan step produced 21 rows. The overall die size recorded for this design is 0.006400 mm^2.

Status
The flow ran to the end, but the final reports show violations. The checks that failed: setup timing.

Synthesis
The total cell area reported by yosys after synthesis is approximately 460 um^2. After technology mapping, the gate count stands at ~60. The average instance in the mapped netlist occupies about 7.6 um^2.

For this run, the register share of the synthesized area comes to 0. The number of distinct library cell variants in the gate-level netlist after synthesis is 27. The number of standard cells reported by yosys is around 60. The warning tally printed by Yosys for this design is 1.

The synthesized area is between 400 and 500 um^2.

GRT
The initial antenna violation count was 0. The via count of the first global-routing pass was 566. The first global-routing pass estimated between 2 and 3 mm of wire. The global routing report lists combined usage of all routing layers as 0.05290. Entering global routing, the biggest net connects 10 pins. The overall overflow remaining after global route is 0.

Final timing
Counting I/O delays and the setup requirement, the final critical path takes 1432 ps. In the post-route analysis, the smallest setup slack over all paths is -132.0 ps. Derived from the worst setup path, the maximum achievable clock frequency is between 600 and 700 MHz. The final clock period utilization by the worst path is 1.102.

Setup repair after global routing could not meet its margin everywhere. Pins over their slew limit in the final report were tallied at 0. The end-of-flow timing check tallies setup violations at 14. In the final report, the number of hold violations comes to 0. Setup total negative slack on the finished layout was measured at -799.6 ps.

Route
The antenna diode count is 0. Once detail routing completed, the nets flagged for antenna violations numbered 0. Per the detail_route report, DRC violations left total 0. The final routed wirelength across all metal layers is 2.056 mm. For this sky-water flow run, the detailed-routed wirelength per cell is reported as ~13 um.

The average via count per standard cell is 3.738. In the log, the iteration count for the first detailed-route pass is 2. The final route contains between 500 and 600 vias. The detailed router finished its first iteration with 5 violations.

Final layout
The footprint of the flip-flops and latches is 0 um^2. The flow measured a signed area growth from synthesis to layout of 139.3%. The number of filler cells placed in the layout is approximately 360. Leaving out fill and tap cells, the most frequent cell in the layout is buf_2. Summing all non-filler instances in the final layout gives an area of 0.001090 mm^2. The proportion of layout cells with a drive suffix above 1 is 0.7456. The most common logic cells in the final layout are buf_2 (21), buf_4 (19), buf_6 (13), conb_1 (8), ha_4 (5). In the finished layout, the clock tree contains a buffer count of 0. There are 0 flip-flops and latches.

Run
The total of max-cap violations is 0. The number of logged tool warnings is 68.

Worst setup path
The critical path data arrival time is about 1200 ps. The critical path launch point type is an input pin. Data on the critical path is required at its endpoint by between 1000 and 1500 ps. The worst setup path is captured at an output port. The critical path is of the in -> out type. Max fanout on the critical path was recorded as 4.

Worst hold path
The path with the worst hold slack has its endpoint at readData[0]. The path class of the tightest hold or removal check is in -> out. The startpoint of the tightest hold check path is pc[4]. Along the worst hold path, the cell count comes to 4.

Placed design
Timing analysis after detailed placement gives a worst setup slack of -960.5 ps. The number of buffers inserted by port buffering is 28. The area of placed instances is about 750 um^2.

Routability-driven placement finished with a final weighted congestion of 0.8423. Detailed placement ended at an HPWL of 1.273 mm.

Pwr
For this design the static power due to leakage is 0.5259 nW. IR analysis of the VDD net gives a maximum drop of 0.1446 mV. The flow reported a cell area power density of just over 300 mW/mm^2.

Clock network
The number of hold-repair buffers added at the cts stage is 0.
kinds of logic after synthesis:
family          share of synthesized area
simple gates                       0.2335
buf+inv                            0.3214
xor+xnor                          0.01923
other cells                      0.008234
mux                               0.04396
compound gates                     0.2088
fa+ha+maj                          0.1648
synthesized netlist by cell type (all sizes together):
cell / count / area (um^2)
o31a: 1 / 8.760
o31ai: 1 / 7.510
conb: 1 / 3.750
nor2: 2 / 7.510
o21bai: 1 / 7.510
o21ai: 5 / 25.02
inv: 2 / 7.510
o2bb2ai: 1 / 8.760
nor3b: 1 / 7.510
or2: 1 / 6.260
ha: 6 / 75.07
and2: 4 / 25.02
xnor2: 1 / 8.760
nand2: 1 / 3.750
o22ai: 1 / 6.260
nand3b: 2 / 15.01
buf: 17 / 138.9
or3b: 1 / 8.760
a2bb2oi: 1 / 8.760
a21o: 1 / 7.510
mux2i: 2 / 20.02
nor2b: 4 / 27.53
nor3: 1 / 5.000
o21a: 2 / 15.01
power by group:
group          switching (mW)  internal (mW)  total, mW
combinational           0.128          0.202      0.330
sequential                  0              0          0
clock                       0              0          0
total                   0.128          0.202      0.330
repair_timing:
item                                    CTS  global route
cloned                                    2             0
setup buffers                            17             8
endpoints found under the setup margin   24            20
pin swaps                                12             9
resized                                 127            25
stage by stage:
step	hold slack, ps	total power, mW	std cells	utilization
2_1_floorplan	591.9	0.1073	67	-
3_3_place_gp	1640	0.2283	133	0.2190
3_5_place_dp	1641	0.2272	133	0.2190
4_1_cts	899.4	0.2804	152	0.2791
5_1_grt	875.7	0.3623	160	0.3190
6_report	852.8	0.3304	160	0.3190
worst max-delay path by stage:
stage	from	end	cells after the start
final	pc[2]	readData[19]	8
after global routing	pc[2]	readData[19]	8
after CTS	pc[2]	readData[20]	8
cell type report:
| cell class | count | area (um^2) | area share |
|---|---|---|---|
| timing repair buffer | 64 | 518.0 | 0.4753 |
| inverter | 2 | 17.52 | 0.01607 |
| multi-input combinational | 48 | 496.7 | 0.4558 |
| tap | 46 | 57.56 | 0.05281 |
critical path: stages:
cell and delay [ps]:
buf_8 90, inv_8 30, ha_4 160, buf_6 110
mux2i_4 200, buf_4 150, o2bb2ai_2 50, buf_2 110
per-layer routing:
layer,GRT usage,part of all wire
met1,0.06799,0.43
met2,0.08828,0.49
met3,0.01818,0.082
met4,0,0
met5,0,0
Power is estimated from default activity; no workload was simulated.
